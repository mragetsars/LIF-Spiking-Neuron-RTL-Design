**design.v**
```verilog
module ALU #(
    parameter WIDTH = 12
) (
    input  wire signed [WIDTH-1:0]   A,
    input  wire signed [WIDTH-1:0]   B,
    input  wire        [1:0]         fn_sel,
    output reg  signed [WIDTH-1:0]   X,
    output reg                       cmp_out
);
    always @(*) begin
        case (fn_sel)
            2'b00:   X = A + B;
            2'b01:   X = A - B;
            2'b10:   X = {WIDTH{cmp_out}};
            2'b11:   X = A >>> 1;
            default: X = {WIDTH{1'b0}};
        endcase
    end
    always @(*) begin
        if (fn_sel == 2'b10) begin
            cmp_out <= (B > A);
        end
    end
endmodule
module Controller (
    input  wire       clk,
    input  wire       rst,
    input  wire       start,
    input  wire       i_co,
    input  wire       spike_out,
    output reg        s_load,
    output reg        v_load,
    output reg        x_load,
    output reg        v_rest_init,
    output reg        v_th_init,
    output reg        s_init,
    output reg        v_init,
    output reg        x_init,
    output reg        i_init,
    output reg        s_shift,
    output reg        i_en,
    output reg        v_sel,
    output reg  [1:0] a_sel,
    output reg        b_sel,
    output reg  [1:0] alu_sel,
    output reg        spike_load,
    output reg        spike_init,
    output reg        valid
);
    parameter IDLE   = 4'b0000,
              INIT   = 4'b0001,
              LOAD   = 4'b0010,
              CAL1   = 4'b0011,
              CAL2_1 = 4'b0100,
              CAL2_2 = 4'b0101,
              CAL3   = 4'b0110,
              CAL4   = 4'b0111,
              GET_V  = 4'b1000,
              GET_S  = 4'b1001,
              HAVE_S = 4'b1010,
              NO_S   = 4'b1011;
    reg [3:0] p_state, n_state;
    always @(posedge clk or posedge rst) begin
        if (rst)
            p_state <= IDLE;
        else
            p_state <= n_state;
    end
    always @(*) begin
        n_state = p_state;
        case (p_state)
            IDLE:   if (start)     n_state = INIT;
            INIT:   if (~start)    n_state = LOAD;
            LOAD:                  n_state = CAL1;
            CAL1:                  n_state = CAL2_1;
            CAL2_1:                n_state = CAL2_2;
            CAL2_2:                n_state = CAL3;
            CAL3:                  n_state = CAL4;
            CAL4:   if (i_co)      n_state = GET_V;
            GET_V:                 n_state = GET_S;
            GET_S:  if (spike_out) n_state = HAVE_S;
                    else           n_state = NO_S;
            HAVE_S:                n_state = IDLE;
            NO_S:                  n_state = IDLE;
        endcase
    end
    always @(*) begin
        s_load      = 0;
        v_load      = 0;
        x_load      = 0;
        v_rest_init = 0;
        v_th_init   = 0;
        s_init      = 0;
        v_init      = 0;
        x_init      = 0;
        i_init      = 0;
        s_shift     = 0;
        i_en        = 0;
        v_sel       = 1;
        a_sel       = 0;
        b_sel       = 0;
        alu_sel     = 0;
        spike_load  = 0;
        spike_init  = 0;
        valid       = 0;
        case (p_state)
            INIT: begin
                s_init      = 1;
                x_init      = 1;
                i_init      = 1;
                spike_init  = 1;
            end
            LOAD:   begin
                s_load      = 1;
            end
            CAL1:   begin
                a_sel       = 0;
                b_sel       = 0;
                alu_sel     = 1;
                x_load      = 1;
            end
            CAL2_1: begin
                a_sel       = 1;
                alu_sel     = 3;
                x_load      = 1;
            end
            CAL2_2: begin
                a_sel       = 1;
                alu_sel     = 3;
                x_load      = 1;
            end
            CAL3:   begin
                a_sel       = 1;
                b_sel       = 0;
                alu_sel     = 0;
                x_load      = 1;
            end
            CAL4:   begin
                i_en        = 1;
                a_sel       = 1;
                b_sel       = 1;
                alu_sel     = 0;
                x_load      = 1;
                s_shift     = 1;
            end
            GET_V:  begin
                v_sel       = 0;
                v_load      = 1;
            end
            GET_S:  begin
                b_sel       = 0;
                a_sel       = 2;
                alu_sel     = 2;
                spike_load  = 1;
            end
            HAVE_S: begin
                v_sel       = 1;
                v_load      = 1;
                valid       = 1;
            end
            NO_S: begin
                valid       = 1;
            end
        endcase
    end
endmodule
module Counter #(
    parameter             WIDTH = 3,
    parameter [WIDTH-1:0] INIT  = {WIDTH{1'b0}}
)  (
    input  wire                    clk,
    input  wire                    rst,
    input  wire                    init,
    input  wire                    en,
    output wire signed [WIDTH-1:0] out,
    output wire                    co
);
    reg [WIDTH-1:0] data;
    initial data = {WIDTH{1'b0}};
    always @(posedge clk or posedge rst) begin
        if (rst) begin
            data <= {WIDTH{1'b0}};
        end else if (init) begin
            data <= INIT;
        end else if (en) begin
            data <= data + 1'b1;
        end
    end
    assign out = data[WIDTH-1:0];
    assign co = (data == {WIDTH{1'b1}}) ? 1'b1 : 1'b0;
endmodule
module Datapath #(
    parameter                     V_WIDTH        = 12,
    parameter [V_WIDTH-1:0]       V_INIT         = {V_WIDTH{1'b0}},
    parameter                     S_WIDTH        = 8,
    parameter [S_WIDTH-1:0]       S_INIT         = {S_WIDTH{1'b0}},
    parameter                     COUNTER_WIDTH  = 3,
    parameter [COUNTER_WIDTH-1:0] COUNTER_INIT   = {COUNTER_WIDTH{1'b0}},
    parameter                     LUT_ADDR_WIDTH = COUNTER_WIDTH,
    parameter                     LUT_DATA_WIDTH = V_WIDTH,
    parameter                     LUT_MEM_PATH   = "Weights.mif"
) (
    input  wire                      clk,
    input  wire                      rst,
    input  wire signed [V_WIDTH-1:0] Vrest,
    input  wire signed [V_WIDTH-1:0] Vth,
    input  wire signed [S_WIDTH-1:0] input_spike,
    input  wire                      v_rest_load,
    input  wire                      v_th_load,
    input  wire                      s_load,
    input  wire                      v_load,
    input  wire                      x_load,
    input  wire                      v_rest_init,
    input  wire                      v_th_init,
    input  wire                      s_init,
    input  wire                      v_init,
    input  wire                      x_init,
    input  wire                      i_init,
    input  wire                      s_shift,
    input  wire                      i_en,
    input  wire                      v_sel,
    input  wire [1:0]                a_sel,
    input  wire                      b_sel,
    input  wire [1:0]                alu_sel,
    input  wire                      spike_load,
    input  wire                      spike_init,
    output wire                      spike_out,
    output wire                      i_co
);
    wire signed [V_WIDTH-1:0]       v_rest_out;
    wire signed [V_WIDTH-1:0]       v_th_out;
    wire signed [V_WIDTH-1:0]       v_in;
    wire signed [V_WIDTH-1:0]       v_out;
    wire signed [V_WIDTH-1:0]       x_in;
    wire signed [V_WIDTH-1:0]       x_out;
    wire signed [V_WIDTH-1:0]       a;
    wire signed [V_WIDTH-1:0]       b;
    wire signed [V_WIDTH-1:0]       w_x_s;
    wire signed [V_WIDTH-1:0]       w_i;
    wire signed [COUNTER_WIDTH-1:0] i;
    wire                            one_bit_s_out;
    wire                            spike_in;
    Register #(
        .WIDTH (V_WIDTH),
        .INIT  (V_INIT)
    ) v_rest_reg (
        .clk  (clk),
        .rst  (rst),
        .in   (Vrest),
        .init (v_rest_init),
        .load (v_rest_load),
        .out  (v_rest_out)
    );
    Register #(
        .WIDTH (V_WIDTH),
        .INIT  (V_INIT)
    ) v_th_reg (
        .clk  (clk),
        .rst  (rst),
        .in   (Vth),
        .init (v_th_init),
        .load (v_th_load),
        .out  (v_th_out)
    );
    Register #(
        .WIDTH (V_WIDTH),
        .INIT  (V_INIT)
    ) v_reg (
        .clk  (clk),
        .rst  (rst),
        .in   (v_in),
        .init (v_init),
        .load (v_load || v_rest_load),
        .out  (v_out)
    );
    Register #(
        .WIDTH (V_WIDTH),
        .INIT  (V_INIT)
    ) x_reg (
        .clk  (clk),
        .rst  (rst),
        .in   (x_in),
        .init (x_init),
        .load (x_load),
        .out  (x_out)
    );
    Shift_Register #(
        .WIDTH (S_WIDTH),
        .INIT  (S_INIT)
    ) s_shift_reg (
        .clk         (clk),
        .rst         (rst),
        .in          (input_spike),
        .init        (s_init),
        .load        (s_load),
        .shift       (s_shift),
        .one_bit_out (one_bit_s_out)
    );
    MUX_2 #(
        .WIDTH (V_WIDTH)
    ) v_select (
        .in_0 (x_out),
        .in_1 (v_rest_out),
        .sel  (v_sel),
        .out  (v_in)
    );
    MUX_2 #(
        .WIDTH (V_WIDTH)
    ) w_x_s_select (
        .in_0 (V_INIT),
        .in_1 (w_i),
        .sel  (one_bit_s_out),
        .out  (w_x_s)
    );
    MUX_2 #(
        .WIDTH (V_WIDTH)
    ) b_select (
        .in_0 (v_out),
        .in_1 (w_x_s),
        .sel  (b_sel),
        .out  (b)
    );
    MUX_3 #(
        .WIDTH (V_WIDTH)
    ) a_select (
        .in_0 (v_rest_out),
        .in_1 (x_out),
        .in_2 (v_th_out),
        .sel  (a_sel),
        .out  (a)
    );
    Counter #(
        .WIDTH (COUNTER_WIDTH),
        .INIT  (COUNTER_INIT)
    ) i_counter (
        .clk  (clk),
        .rst  (rst),
        .init (i_init),
        .en   (i_en),
        .out  (i),
        .co   (i_co)
    );
    LUT #(
        .ADDR_WIDTH (LUT_ADDR_WIDTH),
        .DATA_WIDTH (LUT_DATA_WIDTH),
        .PATH       (LUT_MEM_PATH)
    ) weights (
        .clk  (clk),
        .addr (i),
        .out  (w_i)
    );
    ALU #(
        .WIDTH (V_WIDTH)
    ) x_alu (
        .A       (a),
        .B       (b),
        .fn_sel  (alu_sel),
        .X       (x_in),
        .cmp_out (spike_out)
    );
    Register #(
        .WIDTH (1),
        .INIT  (1'b0)
    ) spike_reg (
        .clk  (clk),
        .rst  (rst),
        .in   (spike_in),
        .init (spike_init),
        .load (spike_load),
        .out  (spike_in)
    );
endmodule
module LUT #(
    parameter ADDR_WIDTH = 3,
    parameter DATA_WIDTH = 12,
    parameter PATH       = "Weights.mif"
)(
    input  wire                         clk,
    input  wire        [ADDR_WIDTH-1:0] addr,
    output reg  signed [DATA_WIDTH-1:0] out
);
    reg signed [DATA_WIDTH-1:0] mem [0:(1<<ADDR_WIDTH)-1];
    initial begin
        if (PATH != "") begin
            $readmemb(PATH, mem);
        end else begin
            mem[3'b000] = 12'sb000000000110;
            mem[3'b001] = 12'sb000000011111;
            mem[3'b010] = 12'sb000000000111;
            mem[3'b011] = 12'sb000000001100;
            mem[3'b100] = 12'sb000000010001;
            mem[3'b101] = 12'sb000000101100;
            mem[3'b110] = 12'sb000000100010;
            mem[3'b111] = 12'sb000000011100;
        end
    end
    always @(*) begin
        out <= mem[addr];
    end
endmodule
module MUX_2 #(
    parameter WIDTH = 12
)(
    input  wire signed [WIDTH-1:0] in_0,
    input  wire signed [WIDTH-1:0] in_1,
    input  wire                    sel,
    output reg  signed [WIDTH-1:0] out
);
    always @(*) begin
        case (sel)
            1'b0:    out = in_0;
            1'b1:    out = in_1;
            default: out = {WIDTH{1'b0}};
        endcase
    end
endmodule
module MUX_3 #(
    parameter WIDTH = 12
)(
    input  wire signed [WIDTH-1:0] in_0,
    input  wire signed [WIDTH-1:0] in_1,
    input  wire signed [WIDTH-1:0] in_2,
    input  wire        [1:0]       sel,
    output reg  signed [WIDTH-1:0] out
);
    always @(*) begin
        case (sel)
            2'b00: out = in_0;
            2'b01: out = in_1;
            2'b10: out = in_2;
            default: out = {WIDTH{1'b0}};
        endcase
    end
endmodule
module Register #(
    parameter             WIDTH = 12,
    parameter [WIDTH-1:0] INIT  = {WIDTH{1'b0}}
) (
    input  wire                    clk,
    input  wire                    rst,
    input  wire signed [WIDTH-1:0] in,
    input  wire                    init,
    input  wire                    load,
    output wire signed [WIDTH-1:0] out
);
    reg [WIDTH-1:0] data;
    initial data = {WIDTH{1'b0}};
    always @(posedge clk or posedge rst) begin
        if (rst) begin
            data <= {WIDTH{1'b0}};
        end else if (init) begin
            data <= INIT;
        end else if (load) begin
            data <= in;
        end
    end
    assign out = data[WIDTH-1:0];
endmodule
module Shift_Register #(
    parameter             WIDTH = 8,
    parameter [WIDTH-1:0] INIT  = {WIDTH{1'b0}}
) (
    input  wire                    clk,
    input  wire                    rst,
    input  wire signed [WIDTH-1:0] in,
    input  wire                    init,
    input  wire                    load,
    input  wire                    shift,
    output wire                    one_bit_out
);
    reg [WIDTH-1:0] data;
    initial data = {WIDTH{1'b0}};
    always @(posedge clk or posedge rst) begin
        if (rst) begin
            data <= {WIDTH{1'b0}};
        end else if (init) begin
            data <= INIT;
        end else if (load) begin
            data <= in;
        end else if (shift) begin
            data <= {1'b0, data[WIDTH-1:1]};
        end
    end
    assign one_bit_out = data[0];
endmodule
module Top_Module #(
    parameter                     V_WIDTH        = 12,
    parameter [V_WIDTH-1:0]       V_INIT         = {V_WIDTH{1'b0}},
    parameter                     S_WIDTH        = 8,
    parameter [S_WIDTH-1:0]       S_INIT         = {S_WIDTH{1'b0}},
    parameter                     COUNTER_WIDTH  = 3,
    parameter [COUNTER_WIDTH-1:0] COUNTER_INIT   = {COUNTER_WIDTH{1'b0}},
    parameter                     LUT_ADDR_WIDTH = 3,
    parameter                     LUT_DATA_WIDTH = 12,
    parameter                     LUT_MEM_PATH   = "Weights.mif"
)(
    input  wire                      clk,
    input  wire                      rst,
    input  wire                      start,
    input  wire signed [V_WIDTH-1:0] Vrest,
    input  wire signed [V_WIDTH-1:0] Vth,
    input  wire                      v_rest_load,
    input  wire                      v_th_load,
    input  wire signed [S_WIDTH-1:0] input_spike,
    output wire                      spike_out,
    output wire                      valid
);
    wire       s_load;
    wire       v_load;
    wire       x_load;
    wire       v_rest_init;
    wire       v_th_init;
    wire       s_init;
    wire       v_init;
    wire       x_init;
    wire       i_init;
    wire       s_shift;
    wire       i_en;
    wire       v_sel;
    wire [1:0] a_sel;
    wire       b_sel;
    wire [1:0] alu_sel;
    wire       spike_load;
    wire       spike_init;
    wire       i_co;
    Controller ctrl (
        .clk         (clk),
        .rst         (rst),
        .start       (start),
        .i_co        (i_co),
        .spike_out   (spike_out),
        .s_load      (s_load),
        .v_load      (v_load),
        .x_load      (x_load),
        .v_rest_init (v_rest_init),
        .v_th_init   (v_th_init),
        .s_init      (s_init),
        .v_init      (v_init),
        .x_init      (x_init),
        .i_init      (i_init),
        .s_shift     (s_shift),
        .i_en        (i_en),
        .v_sel       (v_sel),
        .a_sel       (a_sel),
        .b_sel       (b_sel),
        .alu_sel     (alu_sel),
        .spike_load  (spike_load),
        .spike_init  (spike_init),
        .valid       (valid)
    );
    Datapath #(
        .V_WIDTH        (V_WIDTH),
        .S_WIDTH        (S_WIDTH),
        .COUNTER_WIDTH  (COUNTER_WIDTH),
        .LUT_ADDR_WIDTH (LUT_ADDR_WIDTH),
        .LUT_DATA_WIDTH (LUT_DATA_WIDTH),
        .LUT_MEM_PATH   (LUT_MEM_PATH)
    ) dp (
        .clk         (clk),
        .rst         (rst),
        .Vrest       (Vrest),
        .Vth         (Vth),
        .input_spike (input_spike),
        .v_rest_load (v_rest_load),
        .v_th_load   (v_th_load),
        .s_load      (s_load),
        .v_load      (v_load),
        .x_load      (x_load),
        .v_rest_init (v_rest_init),
        .v_th_init   (v_th_init),
        .s_init      (s_init),
        .v_init      (v_init),
        .x_init      (x_init),
        .i_init      (i_init),
        .s_shift     (s_shift),
        .i_en        (i_en),
        .v_sel       (v_sel),
        .a_sel       (a_sel),
        .b_sel       (b_sel),
        .alu_sel     (alu_sel),
        .spike_load  (spike_load),
        .spike_init  (spike_init),
        .spike_out   (spike_out),
        .i_co        (i_co)
    );
endmodule
```
**run.sh**
```bash
#!/bin/bash
# OpenROAD 26Q1-2900-gdf79404cd8, Yosys 0.63+post, stock flow scripts
make -C /OpenROAD-flow-scripts/flow DESIGN_CONFIG=/design/flow/config.mk WORK_HOME=/design/flow/orfs finish
```
**config.mk**
```make
export PLATFORM = sky130hd
export DESIGN_NAME = Top_Module
export DESIGN_NICKNAME = Top_Module
export VERILOG_FILES = /design/flow/design.v
export SDC_FILE = /design/flow/constraint.sdc
export NUM_CORES = 4
export LEC_CHECK = 1
export CORE_UTILIZATION = 50
export SYNTH_HDL_FRONTEND = slang
```
**constraint.sdc**
```tcl
current_design Top_Module

set clk_period 7.9
set clk_io_pct 0.2

create_clock -name clk0 -period $clk_period [get_ports {clk}]

set non_clock_inputs [all_inputs -no_clocks]
set_input_delay [expr $clk_period * $clk_io_pct] -clock clk0 $non_clock_inputs
set_output_delay [expr $clk_period * $clk_io_pct] -clock clk0 [all_outputs]
```
==> CHANGELOG.md <==
### Implementation results

* Latency at later pin at 340 ps
* # setup viols final at 0
* Worst slew pin tran at 912 ps
* Starting density of the core at 0.512
* Max cap viols at 0
* Min-delay src: ctrl.p_state[3]
* Vias per std cell at 5.69
* Maximum vdd drop at 0.177 mV
* Lkg Pwr at 0.00215 µW
* Hold_ws at 352 ps
* Total track usage at 0.257
* Slowest cell on crit path: fa_1
* Total CTS buffers at 9
* Ys Warns at 0
* Crit-path max FO at 19
* Syn_area_per_cell at 9.64 µm²
* FP Rows at 33
* Mapped Cells at 434
* Total congestion overflow at 0
* Port bufs at 30
* Sum of negative setup slack at 0 ps
* Placer Congestion at 0.891
* Main flop type: dfrtp_1
* Unrepaired setup endpoints after global routing: no
* Core Util, Final at 0.585
* Mapped cell area at 0.00419 mm²
* Critical R2R Launch: ctrl.p_state[11]
* Worst EP required at 8120 ps
* Ys flops at 64
* WL/cell at 17.4 µm
* Critical Path Max Stage Delay at 440 ps
* Worst slack, placed at 4280 ps
* Cell count in the Yosys report at 434
* Setup ws final at 4290 ps
* Post-Route WL at 9830 µm
* Largest net degree at the start of global routing at 48
* HP Class: flip-flop to flip-flop
* R2R Setup Slk at 4290 ps
* CP startpoint kind: flip-flop
* Worst path arrival time at 3830 ps
* Fin. max-slew vios at 0
* DP Wirelength at 7240 µm
* Log Warnings at 43
* Area delta synth->final at 14.3%
* Distinct cells, synth at 59
* Root Driver: clkbuf_8
* Number of enable flip-flop cells at 0
* Die height at 93.5 µm
* Ys async rst share at 0.984
* CTS resizes at 0
* Hold path depth at 0
* Power Density at 429 mW/mm²
* Vias in the first global route at 3051
* Period utilization at 0.457
* Core area at 0.00818 mm²
* DRC at 0
* Commonest non-fill, non-tap cells in the layout: 62 x dfrtp_1, 30 x nor2_1, 30 x clkdlybuf4s50_1, 28 x nand2_1, 27 x a21oi_1
* Critical R2R Capture: dp.x_reg.out[8]
* Worst slew margin at 0.392
* Clock skew at 11.7 ps
* Chip Width at 93.5 µm
* Hold EP: ctrl.p_state[9]
* DRT iter0 DRCs at 125
* Initial antenna violation count at 0
* Vias at 3223
* Global-route wire length before repair at 16400 µm
* I/O pin count at 39
* R2r worst-path depth at 15
* Crit-path leading delay family: simple AND/OR/NAND/NOR gates
* CTS tree: done
* Crit path buf inv count at 3
* Total power draw at 2050 µW
* Clock Path Buffers at 2
* Hold-fix buffers, CTS at 0
* Fin crit period at 3610 ps
* First drt pass iteration count at 4
* FMAX at 277 MHz
* Cell Chain, Critical Path: buf_4 -> nor4_4 -> buf_4 -> and2_4 -> nand2_1 -> o21ai_0 -> ha_1 -> inv_1 -> fa_1 -> o21bai_1 -> a211oi_1 -> o21a_1 -> o21ai_0 -> nor3b_1 -> o21ai_1
* Top cell excl fill/tap: dfrtp_1
* YS chip area at 0.00419 mm²
* Status: finished, final reports clean
* Crit Path Category: flip-flop to flip-flop
* Clock slew at reported path FFs at 80 ps
* Setup bufs post-CTS at 0
* Number of unconstrained endpoints at 2
* H-tree levels at 3
* ANT cells at 0
* Layout cells sized above 1 at 0.137
* Die ar. at 0.00874 mm²
* Post-route ant nets at 0
* CP Capture Type: flip-flop
* Register pins left without a clock at 1
* Endpoints failing hold at 0
## stage by stage
step,std cells,area [µm²]
2_1_floorplan,434,4190
3_3_place_gp,550,4530
3_5_place_dp,550,4530
4_1_cts,566,4790
5_1_grt,566,4790
6_report,566,4790
## how the worst max path moves through the flow
stage / from / to / depth (start not counted)
4_1_cts: ctrl.p_state[11] / dp.x_reg.out[8] / 15
5_1_grt: ctrl.p_state[11] / dp.x_reg.out[10] / 15
6_report: ctrl.p_state[11] / dp.x_reg.out[8] / 15
## cell usage after synthesis (4+ instances only)
| library cell | count | area [µm²] |
|---|---|---|
| nand2_1 | 28 | 105 |
| dfrtp_1 | 62 | 1550 |
| nand2b_1 | 13 | 81.3 |
| o21ai_0 | 16 | 80.1 |
| mux2_2 | 24 | 270 |
| a32o_1 | 4 | 40.0 |
| buf_6 | 4 | 45.0 |
| ha_1 | 25 | 313 |
| nand3_1 | 8 | 40.0 |
| inv_1 | 25 | 93.8 |
| mux2i_1 | 26 | 260 |
| o21bai_1 | 5 | 37.5 |
| nor2_1 | 30 | 113 |
| o31ai_1 | 5 | 37.5 |
| or3_1 | 6 | 37.5 |
| xnor2_1 | 9 | 78.8 |
| nor2b_1 | 7 | 43.8 |
| a21oi_1 | 27 | 135 |
| clkbuf_1 | 13 | 48.8 |
| o21ai_1 | 8 | 40.0 |
| nor3_1 | 11 | 55.1 |
| o21a_1 | 6 | 45.0 |
| a211oi_1 | 8 | 60.1 |
| buf_2 | 4 | 20.0 |
| a21o_1 | 6 | 45.0 |
| o21ai_2 | 4 | 35.0 |
| buf_1 | 4 | 15.0 |
## per-layer routing
metal	up-vias	global-route usage	part of all wire
li1	1602	-	-
met1	1529	0.469	0.53
met2	82	0.334	0.40
met3	10	0.0488	0.055
met4	0	0.0308	0.010
met5	-	0	0
## power by group
part	switching (µW)	internal [µW]	total [µW]
clock	131	220	351
sequential	69.5	406	476
combinational	707	519	1230
## area by class of cell
| cell class | instances | area [µm²] |
|---|---|---|
| clock buffers | 10 | 138 |
| clock inverters | 6 | 115 |
| fillers | 723 | 3390 |
| inverters | 25 | 93.8 |
| multi-input cells | 320 | 2370 |
| flip-flops and latches | 64 | 1590 |
| well taps | 105 | 131 |
| repair buffers | 36 | 345 |
## flip-flops by register name (all words and copies together), names as in the netlist
register	cells
ctrl.p_state	12
dp.i_counter.out	3
dp.v_reg.out	12
dp.v_rest_reg.out	12
dp.v_th_reg.out	12
dp.x_alu.cmp_out	1
dp.x_reg.out	12
## kinds of logic (layout without fill, tap and decap cells)
logic type / after synthesis / in the layout / share of synthesized area
xor+xnor: 12 / 12 / 0.0251
latches: 1 / 1 / 0.00359
compound gates: 112 / 112 / 0.184
buf+inv: 50 / 77 / 0.0532
flops: 63 / 63 / 0.377
fa+ha+maj: 27 / 27 / 0.0843
mux: 50 / 50 / 0.127
simple gates: 119 / 119 / 0.146
Power figures rest on the tool's default switching activity, not on a simulated workload.
